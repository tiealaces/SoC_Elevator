## /design/flow/design.v

```verilog
`timescale 1ns / 1ps
module spi_tx(
    input clk, reset,
    input [7:0] data_in, 
    input cs,            
    output reg scl,      
    output reg sda,      
    output reg valid     
    );
    parameter SCL_FREQ = 15_000_000;                     
    parameter integer SCL_PSC = 100_000_000 / SCL_FREQ;    
    reg [$clog2(SCL_PSC)-1 : 0] count;
    reg sda_sampling;
    always @(posedge clk, posedge reset) begin
        if(reset) begin
            scl = 0;
            count = 0;
            sda_sampling = 0;
        end
        else begin
            if(!cs) begin
                if(count < SCL_PSC - 1) begin
                    count = count + 1;
                    if(count < SCL_PSC / 2)
                        scl = 0;
                    else
                        scl = 1;
                    if(count == SCL_PSC / 4)
                        sda_sampling = 1;
                    else
                        sda_sampling = 0;
                end
                else begin
                    count = 0;
                    scl = 0;
                end
            end
        end
    end
    reg [2:0] index;
    reg waiting;
    always @(posedge clk, posedge reset) begin
        if(reset) begin
            sda = 0;
            index = 7;
            waiting = 0;
            valid = 0;
        end
        else if(valid)
            valid = 0;
        else begin
            if(!cs && sda_sampling) begin
                sda = data_in[index];
                if(index > 0)
                    index = index - 1;
                else begin
                    index = 7;
                    waiting = 1;
                end
            end
            if(waiting && count == 3 * SCL_PSC / 4) begin
                waiting = 0;
                valid = 1;
            end
        end
    end
endmodule
```

## /design/flow/constraint.sdc

```tcl
current_design spi_tx

set clk_period 2.8
set clk_io_pct 0.2

create_clock -name clk0 -period $clk_period [get_ports {clk}]

set non_clock_inputs [all_inputs -no_clocks]
set_input_delay [expr $clk_period * $clk_io_pct] -clock clk0 $non_clock_inputs
set_output_delay [expr $clk_period * $clk_io_pct] -clock clk0 [all_outputs]
```

## /design/flow/config.mk

```make
export PLATFORM = sky130hd
export DESIGN_NAME = spi_tx
export DESIGN_NICKNAME = spi_tx
export VERILOG_FILES = /design/flow/design.v
export SDC_FILE = /design/flow/constraint.sdc
export NUM_CORES = 4
export LEC_CHECK = 1
export CORE_AREA = 10 10 70 70
export DIE_AREA = 0 0 80 80
```

## /design/flow/run.sh

```bash
#!/bin/bash
# OpenROAD 26Q1-2900-gdf79404cd8, Yosys 0.63+post, stock flow scripts
make -C /OpenROAD-flow-scripts/flow DESIGN_CONFIG=/design/flow/config.mk WORK_HOME=/design/flow/orfs finish
```

==> metrics.cfg <==
[status]
status=finished clean

[clock_network]
clock_latency_ps=270
cts_tree=yes
clock-sinks=11
clk_pin_slew_ps=70
cts-buffers-inserted=3
cts_hold_buf=0
post_cts_resized=0
htree_levels=1
post_cts_buffers=0
cts-root-buf=clkbuf_4
cts_max_path_buffers=2

[yosys]
yosys_area_um2=642
ys_seq_elements=11
postSynthSeqShare=0.435
syn_area_per_cell_um2=10.0
synth_area_um2=642
synth.distinct_cells=24
async_flop_share=1.00
synth-edff-count=0
synth_top_flop_cell=dfrtp_1
yosysWarnings=1
syn_inst=64
yosys_cells=64

[global_routing]
grt_max_degree=12
antenna_found_initial=0
use_met2=0.0530
met3_usage=0.0239
busiest_layer=met1
groute.usage.overall=0.0436
use_met1=0.0674
grt_overflow=0
grt_pass1_vias=495
grt_pass1_wl_mm=2.31

[pwr]
p_per_area_nw_per_um2=868
max-vdd-ir-drop_v=0.000494
p_leak_uw=0.000375

[sta]
hold_viol=0
setup_viol=0
max_freq_ghz=0.576
fin_worst_skew_ps=2.29
rsz0062_at_grt=false
timing.final.crit_share=0.620
worst_slew_pin_slew_ps=419
slew_viol_final=0
finalCriticalPeriod_ps=1730
relSlewSlack=0.719
timing.setup.tns_ps=0

[drt]
via_per_inst=3.96
antennaDiodeCount=0
drt-wirelength-per-cell_um=10.2
drc=0
antenna_left=0
dr.pass1.iters=6
drt-initial-drc-count=26
routed_wl_mm=1.28
num_vias=499

[layout]
mostFrequentLayoutCell=clkdlybuf4s50_1
utilization=0.247
final_cell_mix=clkdlybuf4s50_1, inv_1, dfrtp_1
nFillCells=372
syn_to_final_growth_pct=31.6
combGateArea_um2=322
drive_gt1_frac=0.113
flop_area_um2=279

[placement]
port_buffers=13
place.gp.congestion=0.860
hpwl_mm=1.01

[setup_path]
required_ps=2240
worstPathCellList=clkdlybuf4s50_1
crit_type=reg -> out
crit_fanout=4
cp_slowest_stage_delay_ps=490
worst-path-buf-inv=1
arrival_ps=1170
critical_path.top_delay_family=buffers and inverters
cp_slowest_cell=clkdlybuf4s50_1
critPathLaunchType=flip-flop
endpoint_kind=output pin

[floorplan]
io-pin-count=14
row_count=21
fp_util=0.188
chipArea_um2=6400
coreArea_um2=3420
die_w_um=80
die_h_um=80

[flow_run]
max_cap_viol_count=0
warning_count=27

[min_path]
hp-class=reg -> reg

==> sequential cells by signal (all words and copies together) (netlist names) <==
signal / cells
count: 3
index: 3
scl: 1
sda: 1
sda_sampling: 1
valid: 1
waiting: 1
==> routing by layer <==
| layer | part of all wire | vias up |
|---|---|---|
| li1 | - | 259 |
| met1 | 0.55 | 223 |
| met2 | 0.35 | 17 |
| met3 | 0.091 | 0 |
| met4 | 0 | 0 |
| met5 | 0 | - |
==> per-stage QoR <==
stage               hold WS [ps]  setup WS [ps]  cell area, um^2  power, uW  instances
floorplan                    410           1470              642        543         64
global placement             497            968              818        624        122
detailed placement           502            915              818        628        122
CTS                          519           1040              845        743        126
global route                 547           1000              845        812        126
finish                       517           1070              845        733        126
==> synthesized netlist by cell type (all sizes together) (2+ instances only) <==
| cell | count | share of area |
|---|---|---|
| a21oi | 5 | 0.039 |
| dfrtp | 8 | 0.31 |
| dfstp | 3 | 0.12 |
| ha | 4 | 0.078 |
| inv | 8 | 0.047 |
| mux2i | 6 | 0.094 |
| nand2 | 3 | 0.018 |
| nor2 | 5 | 0.029 |
| nor3 | 2 | 0.016 |
| nor3b | 2 | 0.031 |
| o21ai | 6 | 0.047 |
==> path summary, 6_finish.rpt <==
check | startpoint | end | slack [ps] | cells after the start
min in group asynchronous | reset | sda | 590 | 2
max in group asynchronous | reset | index[2] | 1880 | 2
hold / removal | scl | scl | 520 | 1
setup reg to reg | count[0] | scl | 1360 | 5
hold reg to reg | scl | scl | 520 | 1
setup / recovery | valid | valid | 1070 | 1
==> where the power goes <==
part	total [uW]	switching, uW	internal, uW
Combinational	312	138	173
Sequential	313	70.2	243
Clock	108	53.2	55.1
==> final cells by class <==
class | instances | area share
repair buffers | 13 | 0.154
inverters | 8 | 0.0356
well taps | 46 | 0.0681
multi-input cells | 44 | 0.381
clock buffers | 4 | 0.0311
flip-flops and latches | 11 | 0.330
==> kinds of logic after synthesis <==
kind of cell | Yosys count | share of synthesized area
DFF | 11 | 0.435
and+or+nand+nor | 17 | 0.142
adders and majority gates | 4 | 0.0780
AOI/OAI and AO/OA | 15 | 0.135
buffers and inverters | 9 | 0.0643
muxes | 8 | 0.146
Power figures rest on the tool's default switching activity, not on a simulated workload.
